## run.sh

```bash
#!/bin/bash
# OpenROAD 26Q1-2900-gdf79404cd8, Yosys 0.63+post, stock flow scripts
make -C /OpenROAD-flow-scripts/flow DESIGN_CONFIG=/design/flow/config.mk WORK_HOME=/design/flow/orfs finish
```

## design.v

```verilog
`timescale 1ns/1ns
module REGISTER(q, d, clk);
   parameter N = 1;
   output reg [N-1:0] q;
   input [N-1:0]      d;
   input 	     clk;
   initial q = {N{1'b0}};
   always @(posedge clk)
    q <= d;
endmodule  
module REGISTER_CE(q, d, ce, clk);
   parameter N = 1;
   output reg [N-1:0] q;
   input [N-1:0]      d;
   input 	      ce, clk;
   initial q = {N{1'b0}};
   always @(posedge clk)
     if (ce) q <= d;
endmodule  
module REGISTER_R(q, d, rst, clk);
   parameter N = 1;
   parameter INIT = {N{1'b0}};
   output reg [N-1:0] q;
   input [N-1:0]      d;
   input 	      rst, clk;
   initial q = INIT;
   always @(posedge clk)
     if (rst) q <= INIT;
     else q <= d;
endmodule  
module REGISTER_R_CE(q, d, rst, ce, clk);
   parameter N = 1;
   parameter INIT = {N{1'b0}};
   output reg [N-1:0] q;
   input [N-1:0]      d;
   input 	      rst, ce, clk;
   initial q = INIT;
   always @(posedge clk)
     if (rst) q <= INIT;
     else if (ce) q <= d;
endmodule  
module REGISTER_IOB (q, d, clk);
   parameter N = 1;
   (* IOB = "true" *) output reg [N-1:0] q;
   input [N-1:0]      d;
   input 	     clk;
   initial q = {N{1'b0}};
   always @(posedge clk)
    q <= d;
endmodule  
module ASYNC_ROM(q, addr, clk);
    parameter DWIDTH = 8;                
    parameter AWIDTH = 8;                
    parameter DEPTH = 256;               
    parameter MEM_INIT_HEX_FILE = "";
    parameter MEM_INIT_BIN_FILE = "";
    input [AWIDTH-1:0] addr;             
    input 	           clk;
    output [DWIDTH-1:0] q;
    (* ram_style = "distributed" *) reg [DWIDTH-1:0] mem [DEPTH-1:0];
    integer i;
    initial begin
        if (MEM_INIT_HEX_FILE != "") begin
	          $readmemh(MEM_INIT_HEX_FILE, mem);
        end
        else if (MEM_INIT_BIN_FILE != "") begin
	          $readmemb(MEM_INIT_BIN_FILE, mem);
        end
        else begin
            for (i = 0; i < DEPTH; i = i + 1) begin
                mem[i] = 0;
            end
        end
    end
    assign q = mem[addr];
endmodule  
module ASYNC_RAM(q, d, addr, we, clk);
    parameter DWIDTH = 8;                
    parameter AWIDTH = 8;                
    parameter DEPTH = 256;               
    parameter MEM_INIT_HEX_FILE = "";
    parameter MEM_INIT_BIN_FILE = "";
    input [DWIDTH-1:0] d;                
    input [AWIDTH-1:0] addr;             
    input 	           we, clk;
    output [DWIDTH-1:0] q;
    (* ram_style = "distributed" *) reg [DWIDTH-1:0] mem [DEPTH-1:0];
    integer i;
    initial begin
        if (MEM_INIT_HEX_FILE != "") begin
	          $readmemh(MEM_INIT_HEX_FILE, mem);
        end
        else if (MEM_INIT_BIN_FILE != "") begin
	          $readmemb(MEM_INIT_BIN_FILE, mem);
        end
        else begin
            for (i = 0; i < DEPTH; i = i + 1) begin
                mem[i] = 0;
            end
        end
    end
    always @(posedge clk) begin
        if (we)
            mem[addr] <= d;
    end
    assign q = mem[addr];
endmodule  
module SYNC_ROM(q, addr, clk);
    parameter DWIDTH = 8;                
    parameter AWIDTH = 8;                
    parameter DEPTH = 256;               
    parameter MEM_INIT_HEX_FILE = "";
    parameter MEM_INIT_BIN_FILE = "";
    input [AWIDTH-1:0] addr;             
    input 	           clk;
    output [DWIDTH-1:0] q;
    (* ram_style = "block" *) reg [DWIDTH-1:0] mem [DEPTH-1:0];
    integer i;
    initial begin
        if (MEM_INIT_HEX_FILE != "") begin
	          $readmemh(MEM_INIT_HEX_FILE, mem);
        end
        else if (MEM_INIT_BIN_FILE != "") begin
	          $readmemb(MEM_INIT_BIN_FILE, mem);
        end
        else begin
            for (i = 0; i < DEPTH; i = i + 1) begin
                mem[i] = 0;
            end
        end
    end
    reg [DWIDTH-1:0] read_reg_val;
    always @(posedge clk) begin
        read_reg_val <= mem[addr];
    end
    assign q = read_reg_val;
endmodule  
module SYNC_RAM(q, d, addr, we, clk);
    parameter DWIDTH = 8;                
    parameter AWIDTH = 8;                
    parameter DEPTH = 256;               
    parameter MEM_INIT_HEX_FILE = "";
    parameter MEM_INIT_BIN_FILE = "";
    input [DWIDTH-1:0] d;                
    input [AWIDTH-1:0] addr;             
    input 	           we, clk;
    output [DWIDTH-1:0] q;
    (* ram_style = "block" *) reg [DWIDTH-1:0] mem [DEPTH-1:0];
    integer i;
    initial begin
        if (MEM_INIT_HEX_FILE != "") begin
	          $readmemh(MEM_INIT_HEX_FILE, mem);
        end
        else if (MEM_INIT_BIN_FILE != "") begin
	          $readmemb(MEM_INIT_BIN_FILE, mem);
        end
        else begin
            for (i = 0; i < DEPTH; i = i + 1) begin
                mem[i] = 0;
            end
        end
    end
    reg [DWIDTH-1:0] read_reg_val;
    always @(posedge clk) begin
        if (we)
            mem[addr] <= d;
        read_reg_val <= mem[addr];
    end
    assign q = read_reg_val;
endmodule  
module SYNC_RAM_WBE(q, d, addr, wbe, clk, rst);
    parameter DWIDTH = 8;                
    parameter AWIDTH = 8;                
    parameter DEPTH = 256;               
    parameter MEM_INIT_HEX_FILE = "";
    parameter MEM_INIT_BIN_FILE = "";
    input [DWIDTH-1:0] d;                
    input [AWIDTH-1:0] addr;             
    input [DWIDTH/8-1:0] wbe;
    input clk, rst;
    output [DWIDTH-1:0] q;
    (* ram_style = "block" *) reg [DWIDTH-1:0] mem [DEPTH-1:0];
    integer i;
    initial begin
        if (MEM_INIT_HEX_FILE != "") begin
	          $readmemh(MEM_INIT_HEX_FILE, mem);
        end
        else if (MEM_INIT_BIN_FILE != "") begin
	          $readmemb(MEM_INIT_BIN_FILE, mem);
        end
        else begin
            for (i = 0; i < DEPTH; i = i + 1) begin
                mem[i] = 0;
            end
        end
    end
    reg [DWIDTH-1:0] read_reg_val;
    always @(posedge clk) begin
        for (i = 0; i < DWIDTH/8; i = i+1) begin
            if (wbe[i])
                mem[addr][i*8 +: 8] <= d[i*8 +: 8];
        end
        if (rst)
            read_reg_val <= 0;
        else
            read_reg_val <= mem[addr];
    end
    assign q = read_reg_val;
endmodule  
module XILINX_SYNC_RAM_DP(q0, d0, addr0, we0, q1, d1, addr1, we1, clk, rst);
    parameter DWIDTH = 8;                
    parameter AWIDTH = 8;                
    parameter DEPTH = 256;               
    parameter MEM_INIT_HEX_FILE = "";
    parameter MEM_INIT_BIN_FILE = "";
    input clk;
    input rst;
    input [DWIDTH-1:0] d0;                
    input [AWIDTH-1:0] addr0;             
    input we0;
    output [DWIDTH-1:0] q0;
    input [DWIDTH-1:0] d1;                
    input [AWIDTH-1:0] addr1;             
    input we1;
    output [DWIDTH-1:0] q1;
    (* ram_style = "block" *) reg [DWIDTH-1:0] mem [DEPTH-1:0];
    integer i;
    initial begin
        if (MEM_INIT_HEX_FILE != "") begin
	          $readmemh(MEM_INIT_HEX_FILE, mem);
        end
        else if (MEM_INIT_BIN_FILE != "") begin
	          $readmemb(MEM_INIT_BIN_FILE, mem);
        end
        else begin
            for (i = 0; i < DEPTH; i = i + 1) begin
                mem[i] = 0;
            end
        end
    end
    reg [DWIDTH-1:0] read0_reg_val;
    reg [DWIDTH-1:0] read1_reg_val;
    always @(posedge clk) begin
        if (we0)
            mem[addr0] <= d0;
        if (rst)
            read0_reg_val <= 0;
        else
            read0_reg_val <= mem[addr0];
    end
    always @(posedge clk) begin
        if (we1)
            mem[addr1] <= d1;
        if (rst)
            read1_reg_val <= 0;
        else
            read1_reg_val <= mem[addr1];
    end
    assign q0 = read0_reg_val;
    assign q1 = read1_reg_val;
endmodule  
module XILINX_SYNC_RAM_DP_WBE(q0, d0, addr0, wbe0, q1, d1, addr1, wbe1, clk, rst);
    parameter DWIDTH = 8;                
    parameter AWIDTH = 8;                
    parameter DEPTH = 256;               
    parameter MEM_INIT_HEX_FILE = "";
    parameter MEM_INIT_BIN_FILE = "";
    input clk;
    input rst;
    input [DWIDTH-1:0] d0;                
    input [AWIDTH-1:0] addr0;             
    input [DWIDTH/8-1:0] wbe0;
    output [DWIDTH-1:0] q0;
    input [DWIDTH-1:0] d1;                
    input [AWIDTH-1:0] addr1;             
    input [DWIDTH/8-1:0] wbe1;
    output [DWIDTH-1:0] q1;
    (* ram_style = "block" *) reg [DWIDTH-1:0] mem [DEPTH-1:0];
    integer i;
    initial begin
        if (MEM_INIT_HEX_FILE != "") begin
	          $readmemh(MEM_INIT_HEX_FILE, mem);
        end
        else if (MEM_INIT_BIN_FILE != "") begin
	          $readmemb(MEM_INIT_BIN_FILE, mem);
        end
        else begin
            for (i = 0; i < DEPTH; i = i + 1) begin
                mem[i] = 0;
            end
        end
    end
    reg [DWIDTH-1:0] read0_reg_val;
    reg [DWIDTH-1:0] read1_reg_val;
    always @(posedge clk) begin
        for (i = 0; i < 4; i = i+1) begin
            if (wbe0[i])
                mem[addr0][i*8 +: 8] <= d0[i*8 +: 8];
        end
        if (rst)
            read0_reg_val <= 0;
        else
            read0_reg_val <= mem[addr0];
    end
    always @(posedge clk) begin
        for (i = 0; i < 4; i = i+1) begin
            if (wbe1[i])
                mem[addr1][i*8 +: 8] <= d1[i*8 +: 8];
        end
        if (rst)
            read1_reg_val <= 0;
        else
            read1_reg_val <= mem[addr1];
    end
    assign q0 = read0_reg_val;
    assign q1 = read1_reg_val;
endmodule  
module XILINX_ASYNC_RAM_DP(q0, d0, addr0, we0, q1, d1, addr1, we1, clk, rst);
    parameter DWIDTH = 8;                
    parameter AWIDTH = 8;                
    parameter DEPTH = 256;               
    parameter MEM_INIT_HEX_FILE = "";
    parameter MEM_INIT_BIN_FILE = "";
    input clk;
    input rst;
    input [DWIDTH-1:0] d0;                
    input [AWIDTH-1:0] addr0;             
    input 	           we0;
    output [DWIDTH-1:0] q0;
    input [DWIDTH-1:0] d1;                
    input [AWIDTH-1:0] addr1;             
    input 	           we1;
    output [DWIDTH-1:0] q1;
    (* ram_style = "distributed" *) reg [DWIDTH-1:0] mem [DEPTH-1:0];
    integer i;
    initial begin
        if (MEM_INIT_HEX_FILE != "") begin
	          $readmemh(MEM_INIT_HEX_FILE, mem);
        end
        else if (MEM_INIT_BIN_FILE != "") begin
	          $readmemb(MEM_INIT_BIN_FILE, mem);
        end
        else begin
            for (i = 0; i < DEPTH; i = i + 1) begin
                mem[i] = 0;
            end
        end
    end
    always @(posedge clk) begin
        if (we0)
            mem[addr0] <= d0;
    end
    always @(posedge clk) begin
        if (we1)
            mem[addr1] <= d1;
    end
    assign q0 = mem[addr0];
    assign q1 = mem[addr1];
endmodule  
module REGFILE_1W2R(d0, addr0, we0, q1, addr1, q2, addr2, clk);
    parameter DWIDTH = 8;                
    parameter AWIDTH = 8;                
    parameter DEPTH = 256;               
    parameter MEM_INIT_HEX_FILE = "";
    parameter MEM_INIT_BIN_FILE = "";
    input clk;
    input [DWIDTH-1:0] d0;                
    input [AWIDTH-1:0] addr0;             
    input              we0;               
    input [AWIDTH-1:0] addr1;             
    output [DWIDTH-1:0] q1;
    input [AWIDTH-1:0] addr2;             
    output [DWIDTH-1:0] q2;
    reg [DWIDTH-1:0] mem [DEPTH-1:0];
    integer i;
    initial begin
        if (MEM_INIT_HEX_FILE != "") begin
                  $readmemh(MEM_INIT_HEX_FILE, mem);
        end
        else if (MEM_INIT_BIN_FILE != "") begin
                  $readmemb(MEM_INIT_BIN_FILE, mem);
        end
        else begin
            for (i = 0; i < DEPTH; i = i + 1) begin
                mem[i] = 0;
            end
        end
    end
    always @(posedge clk) begin
        if (we0 == 1 && addr0 != 0)
            mem[addr0] <= d0;
    end
    assign q1 = mem[addr1];
    assign q2 = mem[addr2];
endmodule  
module csr (
    input [31:0] addr,
    input [31:0] data,
    input csr_WE,
    input clk,
    input rst,
    output  reg [31:0] state);
    localparam to_host_addr=31'h51e;
    wire [31:0] to_host_out;
    reg to_host_ce;
    wire [31:0] addr_piped;
    wire [31:0] data_piped;
    wire csr_WE_piped;
    REGISTER_R #(.N(32)) pipe_addr(.d(addr),.q(addr_piped),.clk(clk),.rst(rst));
    REGISTER_R #(.N(32)) pipe_data (.d(data),.q(data_piped),.clk(clk),.rst(rst));
    REGISTER_R #(.N(1)) pipe_con_sig(.d(csr_WE),.q(csr_WE_piped),.rst(rst),.clk(clk)); 
    REGISTER_R_CE #(.N(32),.INIT(0)) to_host(.q(to_host_out),.d(data_piped),.rst(rst),.clk(clk),.ce(to_host_ce));
    always @(*) begin
        to_host_ce=0;
        state=to_host_out;
        if(addr_piped==to_host_addr)begin
            to_host_ce=csr_WE_piped;
        end
    end
endmodule
```

## config.mk

```make
export PLATFORM = sky130hd
export DESIGN_NAME = XILINX_SYNC_RAM_DP_WBE
export DESIGN_NICKNAME = XILINX_SYNC_RAM_DP_WBE
export VERILOG_FILES = /design/flow/design.v
export SDC_FILE = /design/flow/constraint.sdc
export NUM_CORES = 4
export LEC_CHECK = 1
export CORE_UTILIZATION = 30
```

## constraint.sdc

```tcl
current_design XILINX_SYNC_RAM_DP_WBE

set clk_period 23.9
set clk_io_pct 0.2

create_clock -name clk0 -period $clk_period [get_ports {clk}]

set non_clock_inputs [all_inputs -no_clocks]
set_input_delay [expr $clk_period * $clk_io_pct] -clock clk0 $non_clock_inputs
set_output_delay [expr $clk_period * $clk_io_pct] -clock clk0 [all_outputs]
```

==> reports/qor.yml <==
routedWlPerCell_um: 35.09
antenna_left: 0
synth_chip_area_um2: 124500
chipArea_um2: 417700
slew_viol_final: 0
area.combinational_um2: 58500
layout-drive-gt1-share_pct: 46.82
peakVddDrop_v: 0.00006374
hold_violations: 0
core_um2: 413100
relSlewSlack_pct: 5.140
max_stage_delay_ps: 770
drc: 0
grt_overflow: 0
grt_max_degree: 96
first_global_vias: 87930
fp_util_pct: 30.14
ff2ff_path_depth: 7
power.internal_mw: 6.379
cp_max_fo: 58
cts_hold_buf: 0
startpoint: "addr0[1]"
drt_iter0_markers: 6846
most-common-layout-cells: "mux2_2 (2,070), edfxtp_1 (2,048), mux4_2 (788), mux2i_1 (579), buf_4 (492)"
num-fill-cells: 38950
r2r-start: "mem[22][5]"
maxCapViolCount: 0
syn_inst: 8387
p_switching_mw: 2.220
antenna_found_initial: 35
ys_cells: 8387
gp_congestion: 1.024
htreeDepth: 4
yosys.stat.seqShare_pct: 49.65
crit_buf_inv: 7
seqPwrFrac_pct: 46.7
cts_resized: 0
crit_required_ps: 24730
worstSetupEndpointType: "register"
root_buffer: "clkbuf_16"
clkPwrFrac_pct: 41.3
final_area_um2: 138900
die_h_um: 646.3
cts_tree: "yes"
min_path_type: "register to register"
clk_latency_ps: 940
pwr-share-comb_pct: 12.0
p_sw_share_pct: 25.82
rsz0062_at_grt: "false"
cts_setup_buffers: 0
synth-seq-cells: 2064
async_reset_ff_share_pct: 0
cpMostUsedCell: "buf_4"
avgSynthCellArea_um2: 14.85
finalSetupViolCount: 0
cp_slowest_cell: "nor4_1"
drt-pass1-iter-count: 6
pwr_density_cell_nw_per_um2: 61.90
warnings: 26
netlist_area_um2: 124500
cts.path.max_buffers: 4
vias: 83340
seqCellArea_um2: 61820
p_leak_nw: 43.83
dp_hpwl_mm: 324.1
num_rows: 236
area_growth_syn_to_layout_pct: 11.56
cts_buffers: 231
crit_arrival_ps: 10180
skew_ps: 41.27
edf_count: 2048
cp_cell_sequence: "buf_8 > buf_4 > buf_4 > buf_4 > buf_4 > mux2i_1 > o22ai_1 > nor4_1 > buf_4 > o211ai_1 > a31oi_1 > buf_4 > nor3_1 > o311a_1"
flop_cell: "edfxtp_1"
track_usage_pct: 24.35
fin_crit_ps: 9355
outcome: "finished clean"
r2r_end: "read1_reg_val[5]"
final_util_pct: 33.63
numPortBuffers: 51
post-route-period-util_pct: 39.14
grt_pass1_wl_mm: 681.7
fin_tns_setup_ps: 0
r2r_setup_slack_ps: 20390
final_common_cell: "mux2_2"
crit_cells: 14
clkTransAtPathRegs_ps: 60
die_w_um: 646.3
ios: 52
crit_end: "read0_reg_val[6]"
tightest_slew_ps: 1401
ys_types: 73
total_power_mw: 8.599
crit_type: "input port to register"
whs_ps: 1071
via_per_inst: 6.000
cts_sinks: 2064
cp_top_family: "buffers and inverters"
fmaxAchievable_mhz: 106.9
wl_mm: 487.4
yosysWarnings: 13
place_area_um2: 131500
startpoint_type: "input port"
-- tightest hold or removal path: stages, from the launching register on --
cell	delay, ps
edfxtp_1	340
mux4_2	220
o21ai_0	60
o41ai_1	130
nor4_1	90
nor4_1	160
-- sequential cells by signal, summed over array words and instances (netlist names) --
register       flops
mem             2048
read1_reg_val      8
read0_reg_val      8
-- power by group through the flow --
stage         registers [mW]  clock network, mW  logic (mW)
global route            4.01               3.71        1.07
finish                  4.01               3.55        1.04
CTS                     4.01               3.58        1.01
-- metrics by stage --
step,std cells,worst slack [ps]
detailed placement,13420,13630
floorplan,8387,16560
global placement,13420,13720
CTS,13840,14620
global route,13870,14360
finish,13890,14540
-- how the worst min path moves through the flow --
stage	from	to	slack, ps	depth (start not counted)
final	mem[84][5]	read1_reg_val[5]	1070	5
after global routing	mem[85][5]	read1_reg_val[5]	1170	5
after CTS	mem[84][5]	read1_reg_val[5]	1080	5
-- synthesized netlist by cell type (31+ instances only) --
library cell | instances | area, um2
buf_2 | 183 | 915.9
nand3_1 | 125 | 625.6
o21ai_0 | 194 | 970.9
buf_1 | 31 | 116.4
nor2_2 | 152 | 950.9
a221oi_1 | 34 | 297.8
a31oi_1 | 44 | 275.3
nor2_1 | 125 | 469.2
clkbuf_1 | 641 | 2406
mux2_2 | 2070 | 23310
edfxtp_1 | 2048 | 61500
a22oi_1 | 207 | 1554
nand2_1 | 219 | 822.0
a21oi_1 | 104 | 520.5
buf_4 | 109 | 818.3
nor2b_1 | 33 | 206.5
mux2i_1 | 579 | 5796
o22ai_1 | 278 | 1739
mux4_2 | 788 | 17750
-- cells by family (layout without fill, tap and decap cells) --
family / Yosys count / count (layout) / share of synthesized area, %
buffers and inverters: 988 / 969 / 3.607
AOI/OAI and AO/OA: 1047 / 1047 / 5.566
DFF: 2064 / 2064 / 49.65
and+or+nand+nor: 851 / 851 / 3.556
other: 0 / 47 / 0
muxes: 3437 / 3437 / 37.63
-- per-layer routing --
layer  routed length (um)  global-route usage [%]  vias up
met5                 1718                   2.752        -
met4                30750                   12.27       56
met3                76800                   16.66     1182
met1               161400                   27.09    42760
li1                     -                       -    33790
met2               216800                   35.19     5557
-- layout make-up --
type,count,share of cell area [%]
Sequential cell,2064,44.50
Multi-Input combinational cell,5335,42.11
Tap cell,5474,4.931
Clock buffer,282,4.336
Timing Repair Buffer,541,3.093
Clock inverter,141,0.9259
Antenna cell,47,0.08467
Inverter,5,0.01531
Power is estimated from default activity; no workload was simulated.
